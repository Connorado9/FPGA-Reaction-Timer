## ./design.v

```verilog
module Multiplexer(a, b, select0, multplxout);
	input [15:0] a, b;
	input select0;
	output reg [15:0] multplxout;
	always @ (select0)
		case ({select0})
		1'b1: multplxout = a;
		1'b0: multplxout = b;
	endcase
endmodule
```

## ./run.sh

```bash
#!/bin/bash
# OpenROAD 26Q1-2900-gdf79404cd8, Yosys 0.63+post, stock flow scripts
make -C /OpenROAD-flow-scripts/flow DESIGN_CONFIG=/design/flow/config.mk WORK_HOME=/design/flow/orfs finish
```

## ./config.mk

```make
export PLATFORM = sky130hd
export DESIGN_NAME = Multiplexer
export DESIGN_NICKNAME = Multiplexer
export VERILOG_FILES = /design/flow/design.v
export SDC_FILE = /design/flow/constraint.sdc
export NUM_CORES = 4
export LEC_CHECK = 1
export CORE_AREA = 10 10 70 70
export DIE_AREA = 0 0 80 80
```

## ./constraint.sdc

```tcl
current_design Multiplexer

set clk_period 1.0
set clk_io_pct 0.2

create_clock -name clk0 -period $clk_period

set non_clock_inputs [all_inputs -no_clocks]
set_input_delay [expr $clk_period * $clk_io_pct] -clock clk0 $non_clock_inputs
set_output_delay [expr $clk_period * $clk_io_pct] -clock clk0 [all_outputs]
```

==> impl_metrics.ini <==
; yosys + openroad results
[drt]
drt_iter0_drc = 0
drc = 0
vias = 357
avgRoutedWirePerCell_um = 12.20
wirelength_um = 1379
n_antenna_cell = 0
dr.pass1.iters = 1
vias_per_cell = 3.159
antenna_left = 0

[layout]
final_util_pct = 23.44
mostFrequentLayoutCells = 32 x dlygate4sd2_1, 16 x mux2_4, 12 x buf_6
comb_area_um2 = 240.2
area_growth_pct = 221.6
final_cells = 113
fillCellCount = 387
drive_gt1_share_pct = 52.24
flop_area_um2 = 0
clockBufferCount = 0
layout_top_cell = dlygate4sd2_1
flop-count = 0

[pwr]
combPwrFrac_pct = 100.0
p_int_mw = 0.2369
p_seq_share_pct = 0
peakVddDrop_mv = 0.1514
clock_power_share_pct = 0
sw_frac_of_total_pct = 22.11
p_leak_nw = 0.4195
p_switching_mw = 0.06726
powerDensity_mw_per_mm2 = 379.9

[place]
dpl.hpwl_um = 1189
placedCellCount = 112
place_congestion = 0.8234
port_buffers = 49

[yosys]
ys_top_logic_family = multiplexers
synthAoiAreaFrac_pct = 0
synthSimpleGateAreaFrac_pct = 0
synth_area_um2 = 249.0
synth_cells = 18
ys_seq_share_pct = 0
synth.distinct_cells = 4
syn_avg_cell_area_um2 = 13.83
ys_cells = 18
fa_ha_area_share_pct = 0
ys_sh_mux_pct = 87.44
ys_area_um2 = 249.0
xor_area_share_pct = 0
synth_warnings = 1

[global_route]
grt_max_degree = 9
grt_pass1_wl_um = 2021
grt_overflow = 0
grt_pass1_vias = 421
grt.total_usage_pct = 3.902
grt_antenna_before_repair = 0

[die]
die_x_um = 80
ioPinCount = 49
fp_util_pct = 7.289
die_h_um = 80
dieArea_mm2 = 0.006400
core_area_mm2 = 0.003416
rows = 21

[clock_tree]
cts_setup_buffers = 0
holdBufCountCts = 0

[worst_setup_path]
critical_path_class = in -> out
critical_path.startpoint = select0
arrival_ps = 860
crit_required_ps = 800
crit_path_end = multplxout[1]
crit_path_max_fanout = 8
crit_path_start_kind = input pin
cp-end-kind = output port

[sta]
worst_pin_slew_ps = 71.48
finalWorstSetupSlack_ps = -55.12
period_minus_slack_ps = 1055
maxSlewViolCount = 0
max_slew_margin_pct = 95.23
timing.fmax_ghz = 0.9478
finalHoldViolCount = 0
timing.final.crit_share_pct = 105.5
rsz0062_at_grt = yes
setup_violations = 16

[status]
violations = negative setup slack
status = finished, violations left

[job]
warnings = 34
cap_violations = 0

[hold_path]
hold_class = in -> out
whs_path_depth = 3
[worst min path at each step]
stage,slack (ps),end,from
4_1_cts,800,multplxout[5],b[5]
5_1_grt,810,multplxout[5],b[5]
6_report,800,multplxout[13],a[13]
[metrics by stage]
stage	hold WS, ps	TNS [ps]	power, mW	setup WS (ps)	cell area [µm²]
final	795.4	-794.5	0.3042	-55.12	800.8
after global placement	1437	-13040	0.3177	-852.8	785.8
after floorplan	497.7	0	0.08933	72.49	249.0
after global routing	814.4	-1072	0.3284	-70.88	800.8
after detailed placement	1431	-13040	0.3184	-845.8	785.8
after CTS	799.5	-880.5	0.2821	-62.78	758.2
[per-layer routing]
metal	global-route usage [%]	vias up	routed length, µm
met5	0	-	0
met4	0	0	0
met3	3.977	0	393
met2	3.933	49	316
met1	5.603	140	668
li1	-	168	-
[area by class of cell]
cell class / instances / share of cell area (%)
Tap cell: 46 / 7.187
Multi-Input combinational cell: 16 / 30.00
Timing Repair Buffer: 51 / 62.81
[cell usage after synthesis]
cell type / number / share of area (%)
buf_12: 1 / 8.0
mux2_2: 6 / 27
buf_6: 1 / 4.5
mux2_4: 10 / 60
[cells by family (layout without fill, tap and decap cells)]
logic type | Yosys count | count (layout)
buf+inv | 2 | 51
mux | 16 | 16
[timing repair]
item,CTS,global route
gates cloned,1,0
gates resized,101,7
endpoints found under the setup margin,16,16
[worst max-delay path, stage by stage]
cell	delay, ps
buf_12	110
buf_12	140
mux2_4	300
buf_6	110
[power groups by stage]
stage	combinational, mW	clock [mW]	sequential [mW]
4_1_cts	0.282	0	0
5_1_grt	0.328	0	0
6_report	0.304	0	0
No activity file was given, so power comes from the tool's default toggle rates.
