$ cat flow/design.v
module BCD_Counter(clock, reset, enable, BCD0, BCD1, BCD2, BCD3);
	input clock, reset, enable;
	output reg [3:0] BCD0, BCD1, BCD2, BCD3;
	always @(posedge clock, posedge reset) 
	begin
		if (reset)
		begin
			BCD0 <= 4'b0000;
			BCD1 <= 4'b0000;
			BCD2 <= 4'b0000;
			BCD3 <= 4'b0000;
		end
		else if (enable)
		begin
			BCD0 <= BCD0 + 1;
			if (BCD0 == 4'b1001)
			begin 
				BCD0 <=  0;
				BCD1 <= BCD1 + 1'b1;
				if (BCD1 == 4'b1001)
				begin
					BCD1 <= 0;
					BCD2 <= BCD2 + 1'b1;
					if (BCD2 == 4'b1001)
					begin
						BCD2 <= 0;
						BCD3 <= BCD3 + 1;
					end
				end
			end
		end
		else if(!enable)
		begin
			BCD0 <= BCD0;
			BCD1 <= BCD1;
			BCD2 <= BCD2;
			BCD3 <= BCD3;
		end
	end
endmodule
module BCD_Decoder(bcd, leds); 
	input [3:0] bcd; 
	output reg [7:0] leds;
	always @(bcd) 
		case (bcd)	   
			0: leds = 8'b11000000; 
			1: leds = 8'b11111001; 
			2: leds = 8'b10100100; 
			3: leds = 8'b10110000; 
			4: leds = 8'b10011001; 
			5: leds = 8'b10010010; 
			6: leds = 8'b10000010; 
			7: leds = 8'b11111000; 
			8: leds = 8'b10000000; 
			9: leds = 8'b10010000; 
			default: leds = 8'b11000000;
		endcase 
endmodule
module Clock_Divider1000(clock, reset, clk_out_1000Hz);
	input clock, reset;
	output clk_out_1000Hz;
	parameter WIDTH = 24;  
	parameter N = 5_000;  
	reg [WIDTH-1:0] r_reg;
	wire [WIDTH-1:0] r_nxt;
	reg clk_track;
	always @(posedge clock or posedge reset)
	begin
		if (reset)
		begin
			r_reg <= 0;
			clk_track <= 1'b0;
		end
		else if (r_nxt == N)
 	   begin
			r_reg <= 0;
			clk_track <= ~clk_track;
	   end
		else 
			r_reg <= r_nxt;
	end
	assign r_nxt = r_reg + 1;   	      
	assign clk_out_1000Hz = clk_track;
endmodule
module Clock_Divider1(clock, reset, clk_out_1Hz);
	input clock, reset;
	output clk_out_1Hz;
	parameter WIDTH = 24;  
	parameter N = 5_000_000;  
	reg [WIDTH-1:0] r_reg;
	wire [WIDTH-1:0] r_nxt;
	reg clk_track;
	always @(posedge clock or posedge reset)
	begin
		if (reset)
		begin
			r_reg <= 0;
			clk_track <= 1'b0;
		end
		else if (r_nxt == N)
 	   begin
			r_reg <= 0;
			clk_track <= ~clk_track;
	   end
		else 
			r_reg <= r_nxt;
	end
	assign r_nxt = r_reg + 1;   	      
	assign clk_out_1Hz = clk_track;
endmodule
module Down_Counter(clk, enable, LFSRout, downout);
	input clk, enable;
	input [3:0] LFSRout;
	output reg [3:0] downout;
	always @ (posedge clk)
	begin
		if(enable)
			downout <= downout - 1'b1;
		else
			downout <= LFSRout;
	end
endmodule
module LFSR7(randomIn, reset, clock, out);
	input [0:2] randomIn;
	input reset, clock;
	output reg [0:2] out;
	always @(posedge clock)
		if(reset)
			out <= randomIn;
		else
			out <= {out[2], out[0] ^ out[2], out[1]};
endmodule
module LFSR(clock, enable, out);
	input clock, enable;
	output reg [3:0] out;
	wire feedback;
	assign feedback = ~(out[3] ^ out[2]);
	always @(posedge clock)
	begin
		if(enable)
			out = {out[3:0], feedback};
		else
			out = 4'b0;
	end
endmodule
module LFSRl (out, clk, rst);
  output reg [3:0] out;
  input clk, rst;
  wire feedback;
  assign feedback = ~(out[3] ^ out[2]);
always @(posedge clk, posedge rst)
  begin
    if (rst)
      out = 4'b0;
    else
      out = {out[2:0],feedback};
  end
endmodule
module Project2_Top(
	output [7:0] HEX0,
	output [7:0] HEX1,
	output [7:0] HEX2,
	output [7:0] HEX3,
	output [9:0] LEDR,
	input	[9:0] SW,
	input	KEY0,
	input	KEY1,
	input	CLK_50MHZ,
	input CLK_10MHZ
);
	wire clk_1000Hz;
	wire clk_1Hz;
	reg[2:0] state = 0;
	wire [3:0] BCD3, BCD2, BCD1, BCD0;
	reg [3:0] display3out, display2out, display1out, display0out;
	reg [15:0] highscore = 16'b1001100110011001;
	wire [3:0] LFSRout;
	reg [9:1] leds;
	reg [3:0] ledselect;
	wire [3:0] downCounterOut;
	reg counterReset;
	reg counterEnable;
	reg LFSRenable;
	reg downCounterEnable;
	wire [12:0] LFSRout2;
	Clock_Divider1000 divider1000(CLK_10MHZ, 0, clk_1000Hz);
	Clock_Divider1 	divider1(CLK_10MHZ, 0, clk_1Hz);
	BCD_Decoder segment0(display0out[3:0], HEX0[7:0]);
	BCD_Decoder segment1(display1out[3:0], HEX1[7:0]);
	BCD_Decoder segment2(display2out[3:0], HEX2[7:0]);
	BCD_Decoder segment3(display3out[3:0], HEX3[7:0]);
	BCD_Counter counter1(clk_1000Hz, counterReset, counterEnable, BCD0[3:0], BCD1[3:0], BCD2[3:0], BCD3[3:0]);
	LFSR random(clk_1Hz, LFSRenable, LFSRout[3:0]);
	LFSRl random2(LFSRout2, clk_1Hz, 0);
	Down_Counter delay1(clk_1Hz, downCounterEnable, (LFSRout[3:0] % 7), downCounterOut);
	always @(clk_1000Hz) 
	begin
		if(state[2:0] == 0)  
			if(SW[0] == 1)
				state[2:0] = 1;
		if(state[2:0] == 1)  
			if(~KEY0)
				state[2:0] = 2;
		if(state[2:0] == 2)  
			if(downCounterOut == 0)
				state[2:0] = 3;
		if(SW[0] == 0) 	   
			state[2:0] = 0;
	end
	always @(state)
	begin
		case(state)
			3'b000:	 
			begin
						display3out[3:0] = highscore[3:0];
						display2out[3:0] = highscore[7:4];
						display1out[3:0] = highscore[11:8];
						display0out[3:0] = highscore[15:12];
						ledselect[3:0] = 4'b0000;
						counterReset = 1;  
						counterEnable = 0;  
						LFSRenable = 1;  
						downCounterEnable = 0;
			end
			3'b001:	 
			begin
						display3out[3:0] = 0; 
						display2out[3:0] = 0;
						display1out[3:0] = 0;
						display0out[3:0] = 0;
						ledselect[3:0] = 4'b0000;
						counterReset = 0;
						counterEnable = 0;
						LFSRenable = 1;
						downCounterEnable = 0;
			end
			3'b010:	 
			begin
						display3out[3:0] = 0; 
						display2out[3:0] = 0;
						display1out[3:0] = 0;
						display0out[3:0] = 0;
						ledselect [3:0] = 4'b0000;  
						counterReset = 0;
						counterEnable = 0;
						LFSRenable = 0;  
						downCounterEnable = 1;  
			end
			3'b011:	 
			begin
						display3out[3:0] = BCD3[3:0];
						display2out[3:0] = BCD2[3:0];
						display1out[3:0] = BCD1[3:0];
						display0out[3:0] = BCD0[3:0];
						ledselect [3:0] = (LFSRout2 % 7) + 2;
						counterReset = 0;
						counterEnable = 1;
						LFSRenable = 0;
						downCounterEnable = 0;
						if(SW[9:1] & LEDR[9:1])
						begin
							counterEnable = 0;
							if(highscore > {BCD0, BCD1, BCD2, BCD3})
							begin
								if({BCD0, BCD1, BCD2, BCD3} != 0)
									highscore[15:0] = {BCD0, BCD1, BCD2, BCD3};
							end
						end
			end
			3'b100:	 
			begin
						display3out[3:0] = BCD3[3:0];  
						display2out[3:0] = BCD2[3:0];
						display1out[3:0] = BCD1[3:0];
						display0out[3:0] = BCD0[3:0];
						counterReset = 0;
						counterEnable = 0;  
						LFSRenable = 0;
						downCounterEnable = 0;
						if(highscore > {BCD0, BCD1, BCD2, BCD3})
						begin
							if({BCD0, BCD1, BCD2, BCD3} != 0)
								highscore[15:0] = {BCD0, BCD1, BCD2, BCD3};
						end
			end
		endcase
	end
	always @(ledselect)
	begin
		case(ledselect)
			0: leds[9:1] = 9'b000000000;
			1: leds[9:1] = 9'b000000001;
			2: leds[9:1] = 9'b000000010;
			3: leds[9:1] = 9'b000000100;
			4: leds[9:1] = 9'b000001000;
			5: leds[9:1] = 9'b000010000;
			6: leds[9:1] = 9'b000100000;
			7: leds[9:1] = 9'b001000000;
			8: leds[9:1] = 9'b010000000;
			9: leds[9:1] = 9'b100000000;
			default: leds[9:1] = 9'b000000000;
		endcase
	end
	assign LEDR[9:1] = leds[9:1];
endmodule
$ cat flow/run.sh
#!/bin/bash
# OpenROAD 26Q1-2900-gdf79404cd8, Yosys 0.63+post, stock flow scripts
make -C /OpenROAD-flow-scripts/flow DESIGN_CONFIG=/design/flow/config.mk WORK_HOME=/design/flow/orfs finish
$ cat flow/config.mk
export PLATFORM = sky130hd
export DESIGN_NAME = Project2_Top
export DESIGN_NICKNAME = Project2_Top
export VERILOG_FILES = /design/flow/design.v
export SDC_FILE = /design/flow/constraint.sdc
export NUM_CORES = 4
export LEC_CHECK = 1
export CORE_UTILIZATION = 30
$ cat flow/constraint.sdc
current_design Project2_Top

set clk_period 7.7
set clk_io_pct 0.2

create_clock -name clk0 -period $clk_period [get_ports {CLK_10MHZ}]

set non_clock_inputs [all_inputs -no_clocks]
set_input_delay [expr $clk_period * $clk_io_pct] -clock clk0 $non_clock_inputs
set_output_delay [expr $clk_period * $clk_io_pct] -clock clk0 [all_outputs]
==> impl_metrics.toml <==
# physical design summary
[synthesis]
ys_flops = 121
synthCells = 754
synth.yosys.warnings = 46
yosys-top-cells-count = "nor2_1 (67), dfxtp_1 (60), nand2_1 (59)"
syn-cell-area_sq_um = 6560
yosys.area.top_type = "dfxtp_1"
synth-edff-count = 2
yosys_most_used_dff = "dfxtp_1"
ys_cells = 754
synthMostInstantiatedCell = "nor2_1"
yosysUniqueCellTypes = 87
yosys.area.top_type_share = 0.183
syn_avg_cell_area_sq_um = 8.69
async_flop_share = 0.132
post_synth_main_area_contributors = "dfxtp_1 (18%), dlxtn_1 (9.8%), ha_1 (9.2%), dfrtp_1 (6.1%), xnor2_1 (5.2%)"
synth.yosys.chip_area_sq_um = 6560

[detailed_routing]
detailroute.wirelength.met3_um = 442
avgViaCountPerCell = 4.79
dr.pass1.iters = 4
num_vias = 5037
detailedRoute.firstIterationViolations = 241
topRoutingLayerUsed = "met4"
met2_wirelength_mm = 5.04
antenna_cells_inserted = 0
avgRoutedWirePerCell_um = 11.1
met1Wirelength_mm = 6.09
drc = 0
final_antenna_net_count = 0
finalWirelength_mm = 11.7

[critical_path]
timing.reg2reg.setup_slack_ps = 4730
setup.worst_path.end_class = "flop"
data_arrival_time_of_the_critical_path_ps = 2990
crit_required_ps = 7710
crit_slowest_cell = "a2111oi_4"
crit_path_kind = "reg2reg"
crit-reg2reg-launch = "divider1000.r_reg[0]"
crit_path_cell_trace = "ha_1 > nand3_1 > or2_2 > nor2_2 > a32oi_1 > a2111oi_4 > and2_1"
worst_path_largest_cell_delay_ps = 660
timing.reg2reg.worst_path_depth = 7
cp-start-kind = "flop"
rr_endpoint = "divider1000.clk_track"
critPathMaxFanout = 11

[power_and_ir_drop]
power.ir.vdd_worst_mv = 0.0988
power.switching_fraction = 0.191
total_design_power_mw = 0.517
seqPwrFrac = 0.503
leakage_nw = 2.94
share_comb_of_total_power = 0.014
p_per_area_nw_per_um2 = 70.1
power.internal_mw = 0.418
switchingPower_mw = 0.0989
clockPowerShare = 0.483

[clocking]
clock_tree.root_cell = "clkbuf_16"
cts.repair.resized = 0
max-clock-path-buffers = 2
cts_made_buffers = 5
worstSkewPairLatency_ps = 290
cts_tree = "done"
post_cts.repair.setup_buffers = 0
post_cts_hold_buffer_count = 0
ctsHtreeMaxLevel = 2
clkTransAtPathRegs_ps = 70

[hold_path]
hp-class = "reg2reg"
hold_depth = 1
min_to = "divider1.r_reg[20]"
hold_path.startpoint = "divider1.r_reg[20]"

[sta]
timing.max_slew.rel_slack = 0.507
timing.final.crit_share = 0.386
grt_setup_unrepaired = "no"
postLayoutSetupSlackWorst_ps = 4730
setup_total_negative_slack_ps = 0
fmax_ghz = 0.336
worst-slew-pin-transition_ps = 732
count_of_unclocked_register_or_latch_pins = 71
finalWorstPathRequiredPeriod_ps = 2970
number_of_endpoints_with_negative_hold_slack_in_the_final_report = 0
slew_violations = 0
final-setup-viol-count = 0
untimed_endpoints = 108
fin_skew_ps = 4.40

[place]
place_worst_setup_slack_ps = 4760
placed_area_sq_um = 7210
numPortBuffers = 48
dp_hpwl_mm = 9.03
gp_routability_congestion = 0.848

[global_route]
grt-ovfl-total = 0
grt_start_max_net_pins = 22
grt_first_pass_wirelength_mm = 20.3
grt_antenna_before_repair = 0
grt_usage = 0.109
number_of_global_route_vias_before_repair = 4480

[job]
tool_warnings = 42
cap_violations = 0

[floorplanning]
placementRows = 53
die_wd_um = 150
die_height_um = 150
chip_area_sq_um = 22400
ios = 56
floorplanUtilization = 0.309
floorplan.core_area_sq_um = 21200

[final_layout]
fill_cells = 2176
area.growth.synth_to_final_pct = 12.4
seq_area_sq_um = 2310
layout.area.comb_sq_um = 3890
drive_above_1_share = 0.0708
layout.cell_area.non_filler_sq_um = 7370

[outcome]
status = "finished clean"
[layout make-up]
type | count | area share
Sequential cell | 121 | 0.313
Timing Repair Buffer | 51 | 0.0682
Multi-Input combinational cell | 554 | 0.528
Tap cell | 275 | 0.0467
Clock inverter | 3 | 0.00543
Clock buffer | 5 | 0.0170
Inverter | 43 | 0.0219
[power by group through the flow]
stage	sequential [mW]	clock, mW	combinational (mW)
6_report	0.260	0.249	0.00722
5_1_grt	0.260	0.269	0.00781
4_1_cts	0.260	0.256	0.00736
[stage by stage]
step,cells,hold slack [ps],utilization
detailed placement,1044,485,0.340
finish,1052,490,0.347
CTS,1052,498,0.347
global placement,1044,484,0.340
floorplan,757,461,-
global route,1052,527,0.347
[cells in the final DEF (no fill, tap or decap), types with 6 or more instances in the layout]
cell	netlist	layout
ha_1	48	48
nor3b_1	8	8
dfrtp_1	16	16
nand2b_1	11	11
nand3b_1	8	8
and2_1	9	9
clkdlybuf4s50_1	0	48
nand3_1	25	25
a21oi_1	31	31
nand2_1	59	59
nor2_1	67	67
inv_1	43	43
mux2i_1	16	16
nor4b_1	6	6
dfxtp_1	60	60
nand4_1	20	20
dlxtn_1	43	43
and3_1	15	15
nor4_1	7	7
a22o_1	16	16
nor3_1	18	18
xnor2_1	39	39
a21oi_2	6	6
xor2_1	21	21
o21ai_0	26	26
[how the worst max path moves through the flow]
stage | from | endpoint
5_1_grt | divider1000.r_reg[0] | divider1000.clk_track
6_report | divider1000.r_reg[0] | divider1000.clk_track
4_1_cts | divider1000.r_reg[0] | divider1000.clk_track
[cell families (layout without fill, tap and decap cells)]
| group | after synthesis | after routing | share of synthesized area |
|---|---|---|---|
| xor+xnor | 60 | 60 | 0.0802 |
| buf+inv | 82 | 102 | 0.0563 |
| simple gates | 294 | 294 | 0.250 |
| other cells | 2 | 5 | 0.00115 |
| fa+ha+maj | 48 | 48 | 0.0916 |
| mux | 19 | 19 | 0.0302 |
| latches | 43 | 43 | 0.0985 |
| compound gates | 128 | 128 | 0.139 |
| flops | 78 | 78 | 0.253 |
[layer usage]
layer,vias to the layer above,GRT usage
li1,2672,-
met1,2287,0.163
met2,73,0.180
met3,5,0.0112
met4,0,0.00707
met5,-,0
[critical path: cells and delay by family (launching register included)]
kind	cells	cell delay, ps
fa+ha+maj	1	460
compound gates	2	820
simple gates	4	970
flops	1	430
